==> constraint.sdc <==
current_design ack_ctrl

set clk_period 2.6
set clk_io_pct 0.2

create_clock -name clk0 -period $clk_period [get_ports {CLK}]

set non_clock_inputs [all_inputs -no_clocks]
set_input_delay [expr $clk_period * $clk_io_pct] -clock clk0 $non_clock_inputs
set_output_delay [expr $clk_period * $clk_io_pct] -clock clk0 [all_outputs]
==> run.sh <==
#!/bin/bash
# OpenROAD 26Q1-2900-gdf79404cd8, Yosys 0.63+post, stock flow scripts
make -C /OpenROAD-flow-scripts/flow DESIGN_CONFIG=/design/flow/config.mk WORK_HOME=/design/flow/orfs finish
==> design.v <==
module ack_ctrl(
	input CLK,
	input RST,
	output CHNL_TX_CLK, 
	output CHNL_TX, 
	input CHNL_TX_ACK, 
	output CHNL_TX_LAST, 
	output [31:0] CHNL_TX_LEN, 
	output [30:0] CHNL_TX_OFF, 
	output [64-1:0] CHNL_TX_DATA, 
	output CHNL_TX_DATA_VALID, 
	input CHNL_TX_DATA_REN,
	input	FRAME_END
	);
reg [7:0] tx_cnt;
reg 		chnl_tx_reg;
reg 		chnl_tx_data_valid_reg;
reg [63:0]	chnl_tx_data_reg;
assign CHNL_TX_CLK = CLK;
assign CHNL_TX = chnl_tx_reg;
assign CHNL_TX_DATA_VALID = chnl_tx_data_valid_reg;
assign CHNL_TX_LAST = 1'b1;
assign CHNL_TX_LEN = 8;
assign CHNL_TX_OFF = 0;
assign CHNL_TX_DATA = chnl_tx_data_reg;
always @(posedge CLK) begin
  if (RST == 1'b1) begin
    chnl_tx_reg <= 1'b0;
  end
  else if(CHNL_TX_DATA_REN == 1'b1 && chnl_tx_data_valid_reg == 1'b1 && tx_cnt == 'd3) begin
  	chnl_tx_reg <= 1'b0;
  end
  else if (FRAME_END == 1'b1) begin
    chnl_tx_reg <= 1'b1;
  end
end
always @(posedge CLK) begin
  if (RST == 1'b1) begin
    chnl_tx_data_valid_reg <= 1'b0;
  end
  else if(CHNL_TX_DATA_REN == 1'b1 && chnl_tx_data_valid_reg == 1'b1 && tx_cnt == 'd3)begin
  	chnl_tx_data_valid_reg <= 1'b0;
  end
  else if (chnl_tx_reg == 1'b1 && CHNL_TX_ACK == 1'b1) begin
    chnl_tx_data_valid_reg <= 1'b1;
  end
end
always @(posedge CLK) begin
  if (RST == 1'b1) begin
    tx_cnt <= 'd0;
  end
  else if (CHNL_TX_DATA_REN == 1'b1 && chnl_tx_data_valid_reg == 1'b1 && tx_cnt == 'd3) begin
    tx_cnt <= 'd0;
  end
  else if(CHNL_TX_DATA_REN == 1'b1 && chnl_tx_data_valid_reg == 1'b1) begin
  	tx_cnt <= tx_cnt + 1'b1;
  end
end
always @(posedge CLK) begin
	chnl_tx_data_reg <= 64'h55555555_55555555;
end
endmodule 
==> config.mk <==
export PLATFORM = sky130hd
export DESIGN_NAME = ack_ctrl
export DESIGN_NICKNAME = ack_ctrl
export VERILOG_FILES = /design/flow/design.v
export SDC_FILE = /design/flow/constraint.sdc
export NUM_CORES = 4
export LEC_CHECK = 1
export CORE_AREA = 10 10 70 70
export DIE_AREA = 0 0 80 80
==> impl_metrics.toml <==
# implementation run metrics
[floorplan]
rows = 21
initial_core_util_pct = 41.98
core_sq_um = 3416
io_pins = 136
dieArea_sq_um = 6400
fp.dieW_um = 80
die_h_um = 80

[setup_path]
crit_slowest_cell = "clkdlybuf4s50_1"
critical_path_class = "clock port to output pin"
reg2reg_from = "tx_cnt[2]"
critPathLaunchType = "clock port"
worst-path-max-fanout = 2
cp_data_arrival_time_ns = 1.92
max_stage_delay_ns = 0.40
reg2reg_slack_ns = 1.00
ff2ff_path_depth = 3
cp_common_cell = "clkbuf_4"
r2r_end = "chnl_tx_reg"
crit_chain = "clkbuf_4, clkbuf_4, clkdlybuf4s50_1"
worst-endpoint-required_ns = 2.08
end_kind = "output pin"

[global_route]
grt_usage_pct = 6.925
antenna_found_initial = 0
grt.overflow.total = 0
grt_pass1_wl_mm = 3.788
grt_pass1_vias = 853
grt_max_degree = 8

[placement]
hpwl_mm = 2.370
io_buffer_count = 7
routabilityCongestion = 0.7896

[synthesis]
synth.top_cell.area_share_pct = 67.54
synth.largest_area_cell = "buf_4"
area_leaders = "buf_4 68%, dfxtp_1 14%, a21oi_1 2.8%"
yosys_warnings = 1
syn_area_per_cell_sq_um = 7.835
netlist_instances = 183
synthDistinctLibCells = 20
seq_area_frac_synth_pct = 13.96
synth.cell_area_sq_um = 1434
yosys-stat-cells = 183
ys.flops = 10
ys_chip_area_sq_um = 1434

[drt]
viasPerCell = 3.259
wl_per_cell_um = 11.18
drt_wl_total_mm = 2.672
drc = 0
drt_iter0_markers = 24
n_antenna_cell = 0
vias = 779
ant_nets = 0
first_pass_iters = 4

[clock_network]
cts_tree = "yes"
path_clk_slew_ns = 0.07
clk_latency_ns = 0.37
hold_buffers = 0
post-cts-setup-buffers = 0
cts_repair_resize_count = 0

[final_timing]
fin_tns_setup_ns = 0
finalHoldViolations = 0
rsz0062_at_grt = "no"
fin_skew_ns = 0.006672
setup_viol_count_final = 0
slew_viol_final = 0

[min_path]
hold_path_startpoint = "tx_cnt[1]"
hold_end = "tx_cnt[1]"
hp-class = "register to register"
min_path_cells = 2

[status]
status = "complete, no violations"

[layout]
layout_top_cell = "conb_1"
syn_to_final_growth_pct = -22.51
finish.utilization_pct = 32.53
drive_gt1_share_pct = 4.145
mostFrequentLayoutCells = "128 x conb_1, 10 x dfxtp_1, 8 x a21oi_1"
largest_register_ff_count = 8

[pwr]
power_density_nw_per_um2 = 346.1
ir_worst_vdd_mv = 0.1937
leakagePower_nw = 0.6209

[job]
maxCapViolations = 0
warnings = 26
-- kinds of logic (layout without fill, tap and decap cells) --
logic type	Yosys count	after routing	synth area share, %
other	2	128	0.5238
buffers and inverters	133	17	68.59
xor gates and xnor gates	1	1	0.6109
AOI/OAI and AO/OA	16	16	7.854
DFF	10	10	13.96
and+or+nand+nor	20	20	7.591
adders and majority gates	1	1	0.8725
-- cell usage after synthesis (all sizes together) --
cell type,number
o311ai,1
conb,2
ha,1
o21ai,4
buf,129
a21oi,8
or3,4
dfxtp,10
xor2,1
inv,4
or4,2
nand2,4
nor2,4
o31ai,1
nand4,2
and3,2
nand3,2
o41ai,2
-- where the power goes --
| group | internal [mW] | leakage (nW) | switching (mW) | total (mW) |
|---|---|---|---|---|
| clock network | 0.129 | 0.0315 | 0.0640 | 0.193 |
| logic | 0.0122 | 0.508 | 0.0200 | 0.0322 |
| registers | 0.156 | 0.0811 | 0.00318 | 0.159 |
-- per-layer routing --
| metal | GRT usage (%) | share of wire [%] | routed length [um] | vias up |
|---|---|---|---|---|
| met5 | 0 | 0 | 0 | - |
| met3 | 4.318 | 15 | 398 | 3 |
| met4 | 0.7042 | 0.71 | 19 | 0 |
| met2 | 11.40 | 49 | 1309 | 80 |
| li1 | - | - | - | 349 |
| met1 | 7.661 | 35 | 945 | 347 |
-- worst max-delay path by stage --
stage	start	endpoint	cells after the start
4_1_cts	CLK	CHNL_TX_CLK	3
6_report	CLK	CHNL_TX_CLK	3
5_1_grt	CLK	CHNL_TX_CLK	3
-- area by class of cell --
class                           count  area (sq um)
Fill cell                         367          2305
Tap cell                           46         57.56
Timing Repair Buffer                6         60.06
Inverter                            4         15.01
Sequential cell                    10         200.2
Clock buffer                        7         55.05
Multi-Input combinational cell    166         723.2
-- through the flow --
stage | hold WS, ns | cell area, sq um | std cells | setup slack [ns] | total power [mW]
floorplan | 0.4382 | 1907 | 309 | 0.6822 | 0.3234
global placement | 0.4827 | 1066 | 233 | 0.4126 | 0.2250
detailed placement | 0.4784 | 1066 | 233 | 0.4126 | 0.2247
CTS | 0.4917 | 1111 | 239 | 0.1460 | 0.3987
global route | 0.5113 | 1111 | 239 | 0.1350 | 0.4172
finish | 0.4924 | 1111 | 239 | 0.1630 | 0.3846
-- critical path: cells and delay by family --
| kind | cells | cell delay, ns |
|---|---|---|
| buf+inv | 3 | 0.62 |
Power and IR drop assume default switching activity.
